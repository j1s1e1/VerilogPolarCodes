[flow/config.mk]
export PLATFORM = sky130hd
export DESIGN_NAME = polar_decode
export DESIGN_NICKNAME = polar_decode
export VERILOG_FILES = /design/flow/design.v
export SDC_FILE = /design/flow/constraint.sdc
export NUM_CORES = 4
export LEC_CHECK = 1
export CORE_UTILIZATION = 40
export SYNTH_HDL_FRONTEND = slang
[flow/design.v]
`timescale 1ns / 1ps
module f
#(parameter BITS=4)
(
input signed [BITS-1:0] a,
input signed [BITS-1:0] b,
output logic signed [BITS-1:0] c
);
logic [BITS-2:0] abs_a;
logic [BITS-2:0] abs_b;
logic [BITS-2:0] abs_c;
assign abs_a = (a[BITS-1] == 1) ? ~a[BITS-2:0] + 1 : a[BITS-2:0];
assign abs_b = (b[BITS-1] == 1) ? ~b[BITS-2:0] + 1 : b[BITS-2:0];
assign c[BITS-1] = a[BITS-1] ^ b[BITS-1];
assign abs_c = (abs_b < abs_a) ? abs_b : abs_a;
assign c[BITS-2:0] = (c[BITS-1] == 1) ? ~abs_c + 1 : abs_c;
endmodule
`timescale 1ns / 1ps
module g
#(parameter BITS=4)
(
input signed [BITS-1:0] a,
input signed [BITS-1:0] b,
input u,
output logic signed [BITS-1:0] c
);
assign c = (u == 0) ? b + a : b - a;
endmodule
`timescale 1ns / 1ps
module polar_decode
#(parameter BITS = 8, N=4)
(
input clk,
input in_valid,
input signed [BITS-1:0] y[N],
input frozen[N],
output out_valid,
output u[N]
);
localparam EXTENDED_BITS = BITS + $clog2(N);
logic signed [EXTENDED_BITS-1:0] y_rev_ext[N];   
logic frozen_rev[N];
logic u_rev[N];
for (genvar g = 0; g < N; g++)
  begin
    assign y_rev_ext[g] = y[N-1-g];   
    assign frozen_rev[g] = frozen[N-1-g];
    assign u[g] = u_rev[N-1-g];
  end
recursive_decode
#(.BITS(EXTENDED_BITS), .N(N))
recursive_decode1
(
.clk,
.in_valid,
.y(y_rev_ext),
.frozen(frozen_rev),
.out_valid,
.u(u_rev),
.v()
);
endmodule
`timescale 1ns / 1ps
module recursive_decode
#(parameter BITS = 8, N=4)
(
input clk,
input in_valid,
input signed [BITS-1:0] y[N],
input frozen[N],
output out_valid,
output u[N],
output v[N]
);
if (N==2)
  begin
    assign out_valid = in_valid;
    logic signed [BITS-1:0] lu[2];
    f #(.BITS(BITS)) f1
    (
      .a(y[0]),
      .b(y[1]),
      .c(lu[0])
    );
    assign u[0] = (frozen[0]) ? 0 : (lu[0] >= 0) ? 0 : 1;
    g #(.BITS(BITS)) g1
    (
      .a(y[0]),
      .b(y[1]),
      .u(u[0]),
      .c(lu[1])
    );
    assign u[1] = (frozen[1]) ? 0 : (lu[1] >= 0) ? 0 : 1;
    assign v[0] = u[0] ^ u[1];
    assign v[1] = u[1];
  end
else
  begin
    logic signed [BITS-1:0] L_w_odd[N/2];
    for (genvar index = 0; index < N/2; index++)
      f #(.BITS(BITS)) f_array
      (
        .a(y[2*index]),
        .b(y[2*index+1]),
        .c(L_w_odd[index])
      );
    logic frozen1[N/2];
    for (genvar i = 0; i < N/2; i++)
      assign frozen1[i] = frozen[i];
    logic u1[N/2];
    logic v1[N/2];
    recursive_decode #(.BITS(BITS), .N(N/2)) recursive_decode1
    (
    .clk,
    .in_valid,
    .y(L_w_odd),
    .frozen(frozen1),
    .out_valid,
    .u(u1),
    .v(v1)
    );
    logic signed [BITS-1:0] L_w_even[N/2];
    for (genvar index = 0; index < N/2; index++)
      g #(.BITS(BITS)) g_array
      (
        .a(y[2*index]),
        .b(y[2*index+1]),
        .u(v1[index]),
        .c(L_w_even[index])
      );
    logic frozen2[N/2];
    for (genvar i = 0; i < N/2; i++)
      assign frozen2[i] = frozen[N/2+i];
    logic u2[N/2];
    logic v2[N/2];
    recursive_decode #(.BITS(BITS), .N(N/2)) recursive_decode2
    (
    .clk,
    .in_valid,
    .y(L_w_even),
    .frozen(frozen2),
    .out_valid(),
    .u(u2),
    .v(v2)
    );
    for (genvar g = 0; g < N/2; g++)
      begin
        assign u[g] = u1[g];
        assign u[N/2+g] = u2[g];
        assign v[2*g] = v1[g] ^ v2[g];
        assign v[2*g+1] = v2[g];
      end
  end
endmodule
[flow/constraint.sdc]
current_design polar_decode

set clk_period 28.5
set clk_io_pct 0.2

create_clock -name clk0 -period $clk_period

set non_clock_inputs [all_inputs -no_clocks]
set_input_delay [expr $clk_period * $clk_io_pct] -clock clk0 $non_clock_inputs
set_output_delay [expr $clk_period * $clk_io_pct] -clock clk0 [all_outputs]
[flow/run.sh]
#!/bin/bash
# OpenROAD 26Q1-2900-gdf79404cd8, Yosys 0.63+post, stock flow scripts
make -C /OpenROAD-flow-scripts/flow DESIGN_CONFIG=/design/flow/config.mk WORK_HOME=/design/flow/orfs finish
==> flow_metrics.py <==
# Generated from Yosys and OpenROAD reports
metrics = {
    "route": {
        "first_pass_iters": 4,
        "ant_nets": 0,
        "first_iter_violations": 175,
        "routedWlPerCell_um": 13.6,
        "viasPerCell": 5.39,
        "vias": 3799,
        "drc": 0,
        "diodes": 0,
        "wl_um": 9610,
    },
    "floorplan": {
        "fp_util_pct": 42.0,
        "pin_count": 43,
        "core_um2": 9420,
        "dieHeight_um": 101,
        "die_area_um2": 10300,
        "num_rows": 35,
        "die_width_um": 101,
    },
    "layout": {
        "n_clock_buffer": 0,
        "layout-drive-gt1-share_pct": 3.47,
        "lay_top_count": "ha_1",
        "post-route-util_pct": 46.9,
        "flops": 0,
        "area_growth_pct": 11.6,
        "final_cell_mix": "ha_1, inv_1, nand2_1",
        "n_fill_cell": 931,
        "comb_area_um2": 3670,
        "seq_area_um2": 0,
    },
    "sta": {
        "setup_viol": 0,
        "finalCritPeriodShare_pct": 90.7,
        "hold_violations": 0,
        "fmax_mhz": 38.7,
        "period_needed_ps": 25840,
        "timing.setup.tns_ps": 0,
        "grt_setup_unrepaired": "no",
        "tightest_slew_ps": 696,
        "maxSlewHeadroom_pct": 53.3,
        "slew_violations": 0,
    },
    "cts": {
        "cts_resized": 0,
        "hold_buffers": 0,
        "post_cts_buffers": 0,
    },
    "grt": {
        "grt_overflow": 0,
        "antenna_found_initial": 0,
        "grt_usage_pct": 18.8,
        "grt_max_degree": 22,
        "grt_pass1_vias": 3385,
        "grt_pass1_wl_um": 15800,
    },
    "placement": {
        "hpwlAfterDp_um": 7980,
        "gp_congestion": 0.848,
        "portBuffers": 40,
    },
    "setup_path": {
        "worstPathBufferInverterCount": 6,
        "required_ps": 22800,
        "cp_max_fo": 12,
        "cp.arrival_ps": 20140,
        "crit_type": "in2out",
        "path_depth": 59,
        "cp_top_family": "AND-OR/OR-AND gates",
        "crit_slowest_cell": "clkdlybuf4s50_1",
        "start_kind": "primary input",
        "cp-startpoint": "y[0]",
        "cpMostUsedCell": "a21oi_1",
        "slowest_delay_ps": 680,
        "critPathCaptureType": "output pin",
        "critPathCapture": "u[3]",
    },
    "yosys": {
        "ys_cells": 556,
        "syn_area_per_cell_um2": 7.12,
        "yosysSeqAreaShare_pct": 0,
        "syn_inst": 556,
        "ys_chip_area_um2": 3960,
        "ys_warn_count": 0,
        "syn_area_um2": 3960,
        "ys_types": 77,
    },
    "pwr": {
        "pwr-share-clk_pct": 0,
        "p_per_area_nw_per_um2": 64.4,
        "ir_worst_vdd_uv": 39.6,
        "switching_share_pct": 55.4,
        "power_frac_seq_pct": 0,
        "switchingPower_mw": 0.158,
        "power_frac_comb_pct": 100.0,
        "leakage_nw": 1.90,
        "p_int_mw": 0.127,
    },
    "worst_hold_path": {
        "hp-class": "in2out",
    },
    "run": {
        "cap_violations": 0,
        "warnings": 37,
    },
    "run_status": {
        "status": "finished clean",
    },
}
==> worst min-delay path by stage <==
stage | from | to | slack [ps] | depth (start not counted)
after global routing | in_valid | out_valid | 11400 | 0
after CTS | in_valid | out_valid | 11400 | 0
final | in_valid | out_valid | 11400 | 0
==> kinds of logic after synthesis <==
group | after synthesis | synth area share [%]
multiplexers | 14 | 3.67
adder cells (fa/ha/maj) | 66 | 21.2
AND/OR/NAND/NOR | 178 | 24.0
buffers and inverters | 69 | 7.40
XOR/XNOR | 75 | 16.8
other | 1 | 0.0947
AND-OR/OR-AND | 153 | 26.8
==> power groups by stage <==
| stage | sequential, mW | clock [mW] | combinational (mW) |
|---|---|---|---|
| after CTS | 0 | 0 | 0.286 |
| final | 0 | 0 | 0.285 |
| after global routing | 0 | 0 | 0.324 |
==> Yosys cell counts, drive strengths merged (10+ instances only) <==
cell	number	area share, %
nand2	45	4.3
a21oi	36	4.6
o31ai	11	2.1
nor2	40	3.8
mux2i	10	2.5
nor3	19	2.5
xnor2	43	9.7
inv	45	4.3
ha	64	20
nand2b	10	1.6
buf	16	2.4
nor2b	12	2.0
o21a	14	2.7
xor2	32	7.1
o21ai	32	4.1
==> metal layers <==
metal  part of all wire (%)  up-vias  track usage [%]
met4                   0.46        0            0.780
met1                     54     1682             30.0
li1                       -     2045                -
met3                    3.1        2                0
met5                      0        -                0
met2                     42       70             30.0
==> layout make-up <==
class                           count  share of cell area (%)
Tap cell                          129                    3.65
Inverter                           46                    3.91
Multi-Input combinational cell    488                    83.0
Timing Repair Buffer               42                    9.40
==> per-stage QoR <==
step / setup slack, ps / power, mW / cells / hold slack (ps) / cell area, um2
after detailed placement: 2820 / 0.284 / 705 / 11400 / 4420
after CTS: 2750 / 0.286 / 705 / 11400 / 4420
after floorplan: 5950 / 0.225 / 557 / 11470 / 3960
after global routing: 1610 / 0.324 / 705 / 11400 / 4420
after global placement: 2930 / 0.279 / 705 / 11400 / 4420
final: 2660 / 0.285 / 705 / 11400 / 4420
No activity file was given, so power comes from the tool's default toggle rates.
